===== run.sh =====
#!/bin/bash
# OpenROAD 26Q1-2900-gdf79404cd8, Yosys 0.63+post, stock flow scripts
make -C /OpenROAD-flow-scripts/flow DESIGN_CONFIG=/design/flow/config.mk WORK_HOME=/design/flow/orfs finish

===== config.mk =====
export PLATFORM = sky130hd
export DESIGN_NAME = counter
export DESIGN_NICKNAME = counter
export VERILOG_FILES = /design/flow/design.v
export SDC_FILE = /design/flow/constraint.sdc
export NUM_CORES = 4
export LEC_CHECK = 1
export CORE_AREA = 10 10 70 70
export DIE_AREA = 0 0 80 80

===== constraint.sdc =====
current_design counter

set clk_period 1.4
set clk_io_pct 0.2

create_clock -name clk0 -period $clk_period [get_ports {clk}]

set non_clock_inputs [all_inputs -no_clocks]
set_input_delay [expr $clk_period * $clk_io_pct] -clock clk0 $non_clock_inputs
set_output_delay [expr $clk_period * $clk_io_pct] -clock clk0 [all_outputs]

===== design.v =====
interface  intf  () ;
    bit                    CLK               ;
    bit                    RST               ;
    bit [3:0]              SEED              ;
    bit                    OUT               ;
    bit                    Valid             ;
endinterface
module counter #( parameter WIDTH = 4 ) 
(
    input wire clk                 ,
    input wire rst                 ,
    input wire load                ,
    input wire up                  ,
    input wire down                , 
    input wire [WIDTH-1:0] in      , 
    output wire high               ,
    output wire low                ,
    output reg [WIDTH-1:0]count  
);
always @(posedge clk or negedge rst ) begin
    if (!rst) begin
        count <= 'b0 ; 
    end else begin 
        if (load) begin
            count <= in             ;
        end else if (down) begin
            count <= count -1       ;  
        end else if (up) begin
            count <= count +1       ; 
        end
    end 
end  
assign high = (count == 15           ) ? 1 : 0 ;
assign low  = (count == 0            ) ? 1 : 0 ;
endmodule

==> impl_metrics.json <==
{
  "diodes": 0,
  "dp_hpwl_um": 802,
  "utilization_pct": 20.5,
  "finalCriticalPeriod_ns": 1.54,
  "worst-path-buf-inv": 0,
  "ys_cells": 33,
  "tightest_slew_ns": 0.373,
  "grt_use_total_pct": 3.26,
  "drt-pass1-iter-count": 4,
  "ys_sh_aoi_pct": 14.9,
  "warnings": 27,
  "arrival_ns": 1.68,
  "crit_start": "count[2]$_DFFE_PN0P_",
  "gp_congestion": 0.802,
  "crit_required_ns": 1.54,
  "rows": 21,
  "synth_cells": 33,
  "port_buffers": 14,
  "wl_met3_um": 70,
  "n_fill_cell": 382,
  "insertion_delay_ns": 0.23,
  "die_height_um": 80,
  "power_mw": 0.691,
  "cts_tree": "built",
  "viasPerCell": 3.21,
  "synth_area_um2": 303,
  "grt_max_degree": 6,
  "drv_cap": 0,
  "synthToLayoutAreaGrowth_pct": 131,
  "peakVddDrop_v": 0.000490,
  "violations": "setup timing",
  "seqCellArea_um2": 100,
  "wl_met2_um": 432,
  "routed.top_layer": "met3",
  "wl_per_cell_um": 10.0,
  "synth_cell_types": 18,
  "antenna_found_initial": 0,
  "cp-start-kind": "register",
  "end_kind": "register",
  "route.layer.met1.wl_um": 613,
  "drc": 0,
  "clk_pin_slew_ns": 0.04,
  "grt_pass1_wl_mm": 1.66,
  "slew_violations": 0,
  "finalHoldViolations": 0,
  "path_cells": "ha_1, a21oi_2, and3_4, nor3_2, o31ai_2",
  "largest_register_ffs": 4,
  "outcome": "finished, violations left",
  "postSynthSeqShare_pct": 33.1,
  "ys_area_um2": 303,
  "p_leak_nw": 0.298,
  "cts_max_level": 1,
  "core_um2": 3420,
  "lay_top_cells": "buf_4 (9), clkdlybuf4s50_1 (7), buf_6 (6)",
  "avgSynthCellArea_um2": 9.18,
  "dr.first_iter.drc_count": 14,
  "slowest_delay_ns": 0.44,
  "yosys.area_share.xor_xnor_pct": 5.79,
  "fin_skew_ns": 0.000708,
  "antenna_left": 0,
  "comb_area_um2": 251,
  "ys_sh_simple_pct": 20.2,
  "dieArea_um2": 6400,
  "dp_slack_ns": -0.570,
  "fp_util_pct": 8.86,
  "rsz0062_at_grt": "yes",
  "cts_max_path_buffers": 2,
  "fa_ha_area_share_pct": 14.9,
  "slew_headroom_pct": 75.0,
  "mux_share_pct": 7.44,
  "crit_type": "register to register",
  "timing.final.ws_setup_ns": -0.140,
  "r2r_start": "count[2]$_DFFE_PN0P_",
  "power.density_nw_per_um2": 988,
  "logic_family": "simple AND/OR/NAND/NOR gates",
  "ctsHoldBuffers": 0,
  "hp-class": "input pin to asynchronous set/reset pin",
  "lay_top_count": "buf_4",
  "drive_gt1_share_pct": 55.4,
  "grt_pass1_vias": 380,
  "critical-path-slowest-cell": "dfrtp_1",
  "dp_cells": 101,
  "cts-root-buf": "clkbuf_4",
  "overflow": 0,
  "setup_viol": 4,
  "stdcell_count": 111,
  "whs_ns": 0.251,
  "regMostFlops": "count",
  "cts.sinks": 4,
  "fmax_mhz": 649,
  "period_used_pct": 110,
  "wirelength_mm": 1.12,
  "ios": 15,
  "yosysWarnings": 1,
  "die_x_um": 80,
  "vias": 356,
  "reg2reg_slack_ns": -0.14,
  "numCtsBuffers": 3,
  "reg_top3": "count x4",
  "synth-seq-cells": 4,
  "cp_top_family": "flip-flops",
  "crit_fanout": 5
}
-- worst paths after layout --
kind	depth (start not counted)	endpoint
setup / recovery	5	count[3]$_DFFE_PN0P_
hold / removal	1	count[1]$_DFFE_PN0P_
setup reg to reg	5	count[3]$_DFFE_PN0P_
hold reg to reg	4	count[1]$_DFFE_PN0P_
max in group asynchronous	1	count[2]$_DFFE_PN0P_
min in group clk0	3	count[3]$_DFFE_PN0P_
-- where the power goes --
part	leakage [nW]	switching [mW]	internal [mW]
registers	0.0474	0.0287	0.138
logic	0.237	0.149	0.234
clock network	0.0138	0.0449	0.0957
-- cell type report --
| class | count | area share, % |
|---|---|---|
| Tap cell | 46 | 8.23 |
| Timing Repair Buffer | 29 | 36.7 |
| Inverter | 3 | 1.61 |
| Clock buffer | 3 | 3.22 |
| Multi-Input combinational cell | 26 | 36.0 |
| Sequential cell | 4 | 14.3 |
-- stage by stage --
step                      area, µm²  TNS [ns]
after floorplan                 303         0
after global placement          561     -1.97
after detailed placement        561     -2.01
after CTS                       628    -0.471
after global routing            699    -0.791
final                           699    -0.441
-- cells by family (layout without fill, tap and decap cells) --
| kind of cell | count (synthesis) | in the layout |
|---|---|---|
| AND-OR/OR-AND | 7 | 7 |
| XOR/XNOR | 2 | 2 |
| adder cells (fa/ha/maj) | 3 | 3 |
| buffers and inverters | 3 | 35 |
| flip-flops | 4 | 4 |
| multiplexers | 2 | 2 |
| AND/OR/NAND/NOR | 12 | 12 |
-- Yosys cell counts --
master	number	area [µm²]
and3_4	1	11.3
nor2_1	1	3.75
fa_1	1	20.0
dfrtp_1	4	100
nor4_1	1	6.26
o21a_1	1	7.51
inv_1	3	11.3
xor2_1	1	8.76
o21ai_0	3	15.0
nand2_1	5	18.8
nor3_1	2	10.0
o31ai_2	1	12.5
xnor2_1	1	8.76
ha_1	2	25.0
mux2_2	2	22.5
nand2b_1	1	6.26
a21oi_1	2	10.0
nand3_1	1	5.00
-- routing by layer --
layer  global-route usage [%]  up-vias
met1                     4.98      163
met4                    0.704        0
met5                        0        -
met2                     3.77       13
li1                         -      180
met3                     1.70        0
-- worst reg2reg max path: stages, from the launching register on --
cell and delay, ns:
dfrtp_1 0.44, ha_1 0.37, a21oi_2 0.18, and3_4 0.21
nor3_2 0.05, o31ai_2 0.20
-- what timing repair did --
action                     CTS  global route
resized                     18            17
setup endpoints to repair   10             7
cloned                       0             0
pin swaps                    2             1
setup buffers                5             2
Power figures rest on the tool's default switching activity, not on a simulated workload.
